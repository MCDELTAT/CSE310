===== flow/config.mk =====
export PLATFORM = sky130hd
export DESIGN_NAME = labpractical
export DESIGN_NICKNAME = labpractical
export VERILOG_FILES = /design/flow/design.v
export SDC_FILE = /design/flow/constraint.sdc
export NUM_CORES = 4
export LEC_CHECK = 1
export CORE_AREA = 10 10 70 70
export DIE_AREA = 0 0 80 80

===== flow/run.sh =====
#!/bin/bash
# OpenROAD 26Q1-2900-gdf79404cd8, Yosys 0.63+post, stock flow scripts
make -C /OpenROAD-flow-scripts/flow DESIGN_CONFIG=/design/flow/config.mk WORK_HOME=/design/flow/orfs finish

===== flow/constraint.sdc =====
current_design labpractical

set clk_period 2.9
set clk_io_pct 0.2

create_clock -name clk0 -period $clk_period

set non_clock_inputs [all_inputs -no_clocks]
set_input_delay [expr $clk_period * $clk_io_pct] -clock clk0 $non_clock_inputs
set_output_delay [expr $clk_period * $clk_io_pct] -clock clk0 [all_outputs]

===== flow/design.v =====
`timescale 1ns / 1ps
module labpractical(
	input btn1,
	input btn2,
	input btn3,
	input btn4,
	input [3:0] A,
	input [3:0] B,
	output reg [3:0] C
    );
	wire [3:0] added_result;
	wire [3:0] diff_result;
	wire [3:0] shiftR_result;
	wire [3:0] shiftL_result;
	assign added_result = A+B;
	assign diff_result = A-B;
	assign shiftR_result = A >> B;
	assign shiftL_result = A << B;
	always @* begin
		case ({btn1, btn2, btn3, btn4})
			4'b1000 : C = added_result;
			4'b0100 : C = diff_result;
			4'b0010 : C = shiftR_result;
			4'b0001 : C = shiftL_result;
			4'b1100 : C = diff_result;
			4'b1010 : C = shiftR_result;
			4'b1001 : C = shiftL_result;
			4'b0110 : C = shiftR_result;
			4'b0101 : C = shiftL_result;
			4'b0011 : C = shiftL_result;
			4'b1110 : C = shiftR_result;
			4'b1101 : C = shiftL_result;
			4'b1011 : C = shiftL_result;
			4'b0111 : C = shiftL_result;
			4'b0000 : C = 4'b0;
			4'b1111 : C = shiftL_result;
			default : C = 4'b0;
		endcase
	end
endmodule

==> run notes <==
run metrics: detailed-route wire length between 1.5 and 2 mm, most numerous logic cells after layout buf_4 (19), buf_2 (6), o21ai_0 (5), mux2i_1 (5), clkdlybuf4s50_1 (5), Fin Hold WS roughly 1.7 ns, HPWL Detailed 1.26 mm, Overflow after GRT 0, fraction of layout cells with a size suffix above 1 44.3%, Hold Fails Final Rpt 0, Clk pwr share 0%, most frequent CP cell buf_2, first-pass GRT wire length about 2.6 mm, chip width 80 um, vias in the first global route about 580, CP Data Arrival Time 2.26 ns, critical path, cell by cell buf_2, nor3b_4, mux2_4, inv_2, ha_1, nor2b_1, o21a_1, a2111oi_2, nand3b_1, buf_2, aoi share 24.5%, run status completed, initial antenna violation count 0, Pint roughly 0.064 mW, largest net degree at the start of global routing 12, Buf/Inv on CP 3, switching power of the nets 0.0502 mW, max_cap viols 0, Warnings, synthesis 1, Final Slew Violations 0, most used logic cell in the final layout buf_4, GPL Wtd Cong 0.813, Worst Path Required 2.32 ns, Final ANT Viol Nets 0, Power Dens Cells 147 mW/mm2, chip area 0.00640 mm2, critical path class primary input to primary output, static leakage 0.364 nW, Worst Setup SP btn3, DRC Markers 0, Switching Fraction 43.9%, synth-to-layout area growth 81.6%, core area roughly 0.0034 mm2, synthesized area 429 um2, Syn Inst Count ~56, Tmin final around 2.8 ns, flop count 0, Adders+Majority by Area 16.3%, register share after synthesis 0%, XOR/XNOR Area Share 6.12%, FMAX 352 MHz, Iter 0 DRT Violations roughly 46, Setup TNS 0 ns, worst-path maximum fanout 2, Least-Margin Pin Slew 0.379 ns, WL/cell 11.2 um, Total Routing Usage GR 4.79%, Sequential Power Share 0%, peak supply drop 0.0422 mV, part of the power in combinational logic 100.0%, hold crit path type primary input to primary output, buffers added on ports 16, Top logic family simple AND/OR/NAND/NOR gates, setup violation total in the final timing report 0, Mux area share around a fifth, Inserted Diodes 0, biggest cell delay along the critical path approximately 0.33 ns, sequential cell area 0 um2, YS chip area 429 um2, cycle use final 98.0%, RSZ-0062 raised after global routing true, CP Launch Type primary input, Syn Area/Cell 7.66 um2, Die Span Y 80 um, total tool warning count 33, Synth Area in Simple Gates roughly 27%, Cell Count, Final, Fillers Out 134, first drt pass iteration count 4, cell row count 21, placed cell count 133, CP Depth 10, I/O pin cnt 16, Critical Path End Type primary output, detailed-route via count approximately 540, Fillers 386, yosys stat cell total roughly 56, Clock Buffer Count 0, Critical Path Sink C[3], via/cell ratio roughly 4.0, fp_density 12.6%, Crit path max-delay family simple AND/OR/NAND/NOR gates, Cell Type Count 29, slowest cell on the critical path mux2_4, Slew headroom approximately 74%
-- worst min-delay path, cell delays in order --
cell,delay [ns]
buf_4,0.10
buf_4,0.14
nand3_1,0.08
o211ai_1,0.09
buf_2,0.11
-- logic make-up after synthesis --
kind of cell	count (synthesis)
buf+inv	7
compound gates	15
xor+xnor	3
mux	8
simple gates	18
fa+ha+maj	5
-- cell type report --
type                       count  area (um2)  share of cell area, %
multi-input combinational     49         438                   56.2
timing repair buffer          34         265                   34.0
inverter                       5        18.8                   2.41
tap                           46        57.6                   7.38
-- worst min path at each step --
stage | startpoint | endpoint | slack, ns | depth (start not counted)
final | btn4 | C[2] | 1.68 | 5
after global routing | btn2 | C[0] | 1.73 | 4
after CTS | btn4 | C[2] | 1.69 | 5
-- power groups by stage --
stage | Combinational, mW | Sequential [mW] | Clock, mW
6_report | 0.114 | 0 | 0
4_1_cts | 0.115 | 0 | 0
5_1_grt | 0.129 | 0 | 0
-- metal layers --
metal / wire length (um) / global-route usage (%) / part of all wire [%]
met5: 0 / 0 / 0
met1: 844 / 7.35 / 56
met2: 568 / 6.98 / 38
met4: 0 / 0 / 0
met3: 89 / 1.02 / 5.9
-- synthesized netlist by cell type --
cell       n  area share, %
a2111oi_2  1            3.5
a211oi_1   1            1.7
a21oi_1    1            1.2
a22oi_1    2            3.5
and3_2     1            1.7
and4_2     1            2.3
buf_2      2            2.3
fa_1       1            4.7
ha_1       4             12
inv_1      5            4.4
mux2_1     1            2.6
mux2_2     2            5.2
mux2i_1    5             12
nand2_1    1           0.87
nand3_1    3            3.5
nand3b_1   2            3.5
nor2_1     4            3.5
nor2b_1    1            1.5
nor3_1     2            2.3
nor3b_2    1            2.9
nor4b_1    1            2.0
o2111ai_1  1            2.0
o211ai_1   1            1.7
o21a_1     2            3.5
o21ai_0    5            5.8
o22ai_1    1            1.5
or3_4      1            2.6
xnor2_1    2            4.1
xor2_1     1            2.0
-- metrics by stage --
stage | instance area (um2) | total power, mW | setup WS [ns] | util, %
global placement | 764 | 0.113 | -0.863 | 22.4
detailed placement | 764 | 0.115 | -0.894 | 22.4
CTS | 772 | 0.115 | 0.0143 | 22.6
finish | 779 | 0.114 | 0.0580 | 22.8
floorplan | 434 | 0.0520 | 0.0299 | -
global route | 779 | 0.129 | -0.0799 | 22.8
-- timing repair --
| item | in CTS | in global routing |
|---|---|---|
| hold buffers | 0 | 0 |
| resized | 37 | 3 |
| pin swaps | 5 | 2 |
| buffers inserted | 2 | 0 |
| setup endpoints to repair | 4 | 4 |
Power figures rest on the tool's default switching activity, not on a simulated workload.
