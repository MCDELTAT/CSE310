File: design/flow/design.v
`timescale 1ns / 1ps
module shifter(
	input [4:0] in,
	input [2:0] distance,
	input direction,
	output reg [4:0] out
    );
	always @* begin
		case(direction)
			1'b1 : out = in >> distance;
			1'b0 : out = in << distance;
		endcase	
	end
endmodule
File: design/flow/run.sh
#!/bin/bash
# OpenROAD 26Q1-2900-gdf79404cd8, Yosys 0.63+post, stock flow scripts
make -C /OpenROAD-flow-scripts/flow DESIGN_CONFIG=/design/flow/config.mk WORK_HOME=/design/flow/orfs finish
File: design/flow/constraint.sdc
current_design shifter

set clk_period 1.1
set clk_io_pct 0.2

create_clock -name clk0 -period $clk_period

set non_clock_inputs [all_inputs -no_clocks]
set_input_delay [expr $clk_period * $clk_io_pct] -clock clk0 $non_clock_inputs
set_output_delay [expr $clk_period * $clk_io_pct] -clock clk0 [all_outputs]
File: design/flow/config.mk
export PLATFORM = sky130hd
export DESIGN_NAME = shifter
export DESIGN_NICKNAME = shifter
export VERILOG_FILES = /design/flow/design.v
export SDC_FILE = /design/flow/constraint.sdc
export NUM_CORES = 4
export LEC_CHECK = 1
export CORE_AREA = 10 10 70 70
export DIE_AREA = 0 0 80 80
==> Flow_metrics.wiki <==
=== Synthesis and place and route ===
{| class="wikitable"
! Metric !! Value
|-
| Outcome || finished with violations
|-
| Failing checks || negative setup slack
|-
| Overflow left after global routing || 0
|-
| Data arrival time of the critical path || 1.18 ns
|-
| Wire length of the first global-routing pass || 1810 um
|-
| Period Utilization, post-route || 127%
|-
| Detailed-route via count || 351
|-
| Total tool warning count || 35
|-
| Kind of critical path || in -> out
|-
| Combined global-route utilization of all metal layers || 3.40%
|-
| Endpoints failing hold || 0
|-
| Final total negative setup slack || -1.11 ns
|-
| Antenna diode count || 0
|-
| FP Rows || 21
|-
| Number of synthesis warnings || 1
|-
| Flop area || 0 um2
|-
| Number of top-level pins || 14
|-
| Die extent in x || 80 um
|-
| End point of the worst hold path || out[0]
|-
| Synth Area per Inst || 7.97 um2
|-
| P_leak || 0.262 nW
|-
| Max-slew headroom || 84.7%
|-
| Unrepaired setup endpoints after global routing || true
|-
| Total iterations of the first detailed-routing run || 3
|-
| Total buffers and inverters traversed by the critical path || 2
|-
| # fillers || 385
|-
| Input/output buffers || 14
|-
| Dominant delay contributor by cell family on the critical path || multiplexers
|-
| DRC Markers || 0
|-
| Routed WL || 1090 um
|-
| Peak supply drop || 0.0475 mV
|-
| Avg Vias per Cell || 3.44
|-
| Number of antenna violations at the first check in global routing || 0
|-
| Achievable frequency || 716 MHz
|-
| Area overhead of the layout relative to synthesis || 113%
|-
| Cell area power density || 361 mW/mm2
|-
| Floorplan die height || 80 um
|-
| Flop count || 0
|-
| Clock Buffer Count || 0
|-
| Chain of cells forming the critical path || buf_12, mux2i_4, mux4_2, nor2_2, buf_2
|-
| Final setup slack of the worst path || -0.297 ns
|-
| Placeable core region || 0.00342 mm2
|-
| Post-synthesis cell type count || 21
|-
| M3 GR Usage || 0.455%
|-
| Power Total || 0.000214 W
|-
| Sequential element share of the synthesized area || 0%
|-
| Kind of end point of the critical path || output port
|-
| Crit path largest cell delay || 0.46 ns
|-
| Detail-routed net length per standard cell || 10.7 um
|-
| Top cells by count || mux2i_1 (3), nand2_1 (3), nor2_1 (3), o21ai_0 (3)
|-
| Starting Density || 8.17%
|-
| Slowest stage cell, crit path || mux4_2
|-
| YS chip area || 279 um2
|-
| Post-CTS Setup Bufs || 0
|-
| Cell count listed in synth_stat.txt || 35
|-
| Met1 Use GR || 3.25%
|-
| Post-Syn Area || 279 um2
|-
| Hold Path Origin || in[2]
|-
| Tally of nets with antenna violations remaining after routing || 0
|-
| Share of final-layout standard cells stronger than drive strength 1 || 71.4%
|-
| Die footprint || 0.00640 mm2
|-
| Library cell occupying the most area in the post-synthesis netlist || mux2i_1
|-
| Combined area of the multi-input logic cells || 330 um2
|-
| Number of failing setup endpoints in the final timing report || 5
|-
| Estimated wirelength of the detail-placed design || 892 um
|-
| Hold buffer count at cts || 0
|-
| Total instance count after detailed placement || 102
|-
| Met2 demand-to-capacity share in global routing || 7.54%
|-
| Worst-Margin Slew || 0.229 ns
|-
| Number of stages on the worst hold path || 5
|-
| Crit path max fanout || 7
|-
| Vias in the first global route || 375
|-
| Final slew viol count || 0
|-
| Gate Count Post-Synth || 35
|-
| Final Wtd Congestion || 0.902
|-
| Required time of the worst setup path || 0.88 ns
|-
| Setup slack at placement || -1.18 ns
|-
| Minimum period implied by the final worst setup slack || 1.40 ns
|-
| Largest type area fraction || 10.8%
|-
| Tightest Hold Check Type || in -> out
|-
| Cell Count, Final, Fillers Out || 102
|-
| Maximum number of pins on one net before global-route repair || 11
|-
| Cell types with the largest area share after synthesis || mux2i_1 (11%), clkbuf_8 (9.9%), buf_6 (8.1%)
|-
| GRT busiest layer || met2
|-
| Critical Path Start Type || input port
|-
| DR iter-0 viols || 2
|-
| # Max-Cap Violations || 0
|}
routing by layer:
layer / vias to the layer above / wire length (um)
li1: 176 / -
met1: 174 / 340
met2: 1 / 724
met3: 0 / 29
met4: 0 / 0
met5: - / 0
cell families after synthesis:
logic type             count (synthesis)  synth area share, %
multiplexers                           5                 22.9
AND-OR/OR-AND                         12                 30.0
buffers and inverters                  5                 19.3
AND/OR/NAND/NOR                       13                 27.8
metrics by stage:
step / hold slack [ns] / instance area [um2] / utilization [%]
after floorplan: 0.594 / 283 / -
after global placement: 1.63 / 509 / 14.9
after detailed placement: 1.65 / 509 / 14.9
after CTS: 0.904 / 568 / 16.6
after global routing: 0.959 / 594 / 17.4
final: 0.898 / 594 / 17.4
cells in the final DEF (no fill, tap or decap), types with 2 or more instances in the layout:
| cell type | instances |
|---|---|
| buf_2 | 10 |
| buf_4 | 7 |
| buf_6 | 4 |
| nand2_1 | 3 |
| a211oi_2 | 2 |
| a21oi_1 | 2 |
| o21ai_0 | 2 |
| nand2b_4 | 2 |
| nor2_1 | 2 |
| nor4b_4 | 2 |
worst max-delay path by stage:
stage	from	end	depth (start not counted)
after CTS	distance[0]	out[2]	5
final	distance[0]	out[2]	5
after global routing	distance[0]	out[2]	5
cell type report:
cell class	instances	area share (%)
Inverter	1	0.632
Tap cell	46	9.68
Multi-Input combinational cell	30	55.6
Timing Repair Buffer	25	34.1
where the power goes:
| group | internal (W) | switching, W | total (W) |
|---|---|---|---|
| registers | 0 | 0 | 0 |
| logic | 0.000123 | 0.0000916 | 0.000214 |
| clock network | 0 | 0 | 0 |
timing repair:
item                                    CTS  global route
gates cloned                              0             0
endpoints found under the setup margin    5             5
pin swaps                                 7             4
gates resized                            76             4
Power and IR drop assume default switching activity.
