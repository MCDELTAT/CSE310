`./config.mk`:
```
export PLATFORM = sky130hd
export DESIGN_NAME = button_press_unit
export DESIGN_NICKNAME = button_press_unit
export VERILOG_FILES = /design/flow/design.v
export SDC_FILE = /design/flow/constraint.sdc
export NUM_CORES = 4
export LEC_CHECK = 1
export CORE_AREA = 10 10 97 97
export DIE_AREA = 0 0 107 107
```
`./constraint.sdc`:
```
current_design button_press_unit

set clk_period 2.8
set clk_io_pct 0.2

create_clock -name clk0 -period $clk_period [get_ports {clk}]

set non_clock_inputs [all_inputs -no_clocks]
set_input_delay [expr $clk_period * $clk_io_pct] -clock clk0 $non_clock_inputs
set_output_delay [expr $clk_period * $clk_io_pct] -clock clk0 [all_outputs]
```
`./design.v`:
```
module dff #(parameter WIDTH = 1) (
    input clk,
    input [WIDTH-1:0] d,
    output reg [WIDTH-1:0] q
);
    always @(posedge clk) 
        q <= d;
endmodule
module dffr #(parameter WIDTH = 1) (
    input clk,
    input r,
    input [WIDTH-1:0] d,
    output reg [WIDTH-1:0] q
);
    always @ (posedge clk) 
        if (r) 
            q <= {WIDTH{1'b0}};
        else
            q <= d;
endmodule
module dffre #(parameter WIDTH = 1) (
    input clk,
    input r,
    input en,
    input [WIDTH-1:0] d,
    output reg [WIDTH-1:0] q
);
    always @(posedge clk)
        if (r)
            q <= {WIDTH{1'b0}};
        else if (en)
            q <= d;
        else
            q <= q;
endmodule
module brute_force_synchronizer(
    input clk,   
    input in,    
    output out   
);
    wire ff1_out, ff2_out;
    dff ff1(.clk(clk), .d(in), .q(ff1_out));
    dff ff2(.clk(clk), .d(ff1_out), .q(ff2_out));
    dff ff3(.clk(clk), .d(ff2_out), .q(out));
endmodule
module button_press_unit(
    input clk, 
    input reset, 	 
    input in, 	 
    output out	 
);
    parameter WIDTH = 20;
    wire button_sync;
    brute_force_synchronizer sync(
        .clk(clk),
        .in(in),
        .out(button_sync)
    );
    wire button_debounced;
    debouncer #(WIDTH) debounce(
        .clk(clk),
        .reset(reset),
        .in(button_sync),
        .out(button_debounced)
    );
    one_pulse one_pulse(
        .clk(clk),
        .reset(reset),
        .in(button_debounced),
        .out(out)
    );
endmodule
module debouncer(
    input clk,
    input reset,
    input in,
    output reg out
); 
    parameter WIDTH = 20;
    reg counter_reset;
    wire [WIDTH-1:0] counter_out;
    dffr #(WIDTH) counter(
        .clk(clk),
        .d(counter_out+1'b1),
        .q(counter_out),
        .r(counter_reset || reset)
    );
    reg [1:0] next_state_d;
    wire [1:0] current_state_q;
    dffr #(2) state(
        .clk(clk),
        .d(next_state_d),
        .q(current_state_q),
        .r(reset)
    );
    always @(*)
        case (current_state_q)
            2'b00: begin
                out = 1'b0;
                counter_reset = 1'b1;
                if (in)
                    next_state_d = 2'b01;
                else
                    next_state_d = 2'b00;
            end
            2'b01 : begin
                out = 1'b1;
                counter_reset = in;
                if (&counter_out)
                    next_state_d = 2'b11;
                else
                    next_state_d = 2'b01;
            end
            2'b11 : begin
                out = 1'b1;
                counter_reset = 1'b1;
                if (~in)
                    next_state_d = 2'b10;
                else
                    next_state_d = 2'b11;
            end
            2'b10 : begin
                out = 1'b0;
                counter_reset = ~in;
                if (counter_out)
                    next_state_d = 2'b00;
                else
                    next_state_d = 2'b10;
            end
            default : begin
                out = 1'b0;
                counter_reset = 1'b1;
                next_state_d = 2'b00;
            end
        endcase
endmodule
module one_pulse(
    input clk,
    input reset,
    input in,         
    output wire out   
);
    wire last_value;
    dffr last_value_storage(.clk(clk), .r(reset), .d(in), .q(last_value));
    assign out = ~last_value & in;
endmodule
```
`./run.sh`:
```
#!/bin/bash
# OpenROAD 26Q1-2900-gdf79404cd8, Yosys 0.63+post, stock flow scripts
make -C /OpenROAD-flow-scripts/flow DESIGN_CONFIG=/design/flow/config.mk WORK_HOME=/design/flow/orfs finish
```
==> flow_summary.json <==
{
  "crit_path_max_fanout": 5,
  "yosysWarnings": 5,
  "grt_pass1_vias": 862,
  "r2r-end": "debounce.counter.q[16]$_SDFF_PP0_",
  "clk_pin_slew_ns": 0.09,
  "critical_path.endpoint_type": "flip-flop",
  "p_int_uw": 604,
  "syn_area_um2": 1200,
  "cts-resized-gates": 0,
  "dp_hpwl_um": 1500,
  "warning_count": 26,
  "ys_seq_share_pct": 46.7,
  "area_delta_synth_final_pct": 18.0,
  "antennaDiodeCount": 0,
  "ff_latch_area_um2": 561,
  "wirelength_um": 2130,
  "p_seq_share_pct": 55.2,
  "final_area_um2": 1420,
  "hold_path_end": "sync.ff2.q$_DFF_P_",
  "arrival_ns": 2.13,
  "grt_max_degree": 19,
  "rows": 31,
  "finalCritPeriodShare_pct": 70.1,
  "tightest_slew_ns": 0.488,
  "grt_pass1_wl_um": 3830,
  "clock_power_share_pct": 42.4,
  "ys_chip_area_um2": 1200,
  "maxCapViolations": 0,
  "rr_startpoint": "debounce.counter.q[0]$_SDFF_PP0_",
  "wl_per_cell_um": 9.00,
  "ys_cells": 134,
  "slew_violations": 0,
  "via_count": 923,
  "io_pins": 4,
  "final_layout_size_suffix_gt1_share_pct": 7.25,
  "vdd_drop_max_v": 0.000234,
  "p_leak_nw": 0.443,
  "numCtsBuffers": 3,
  "cts_tree": "yes",
  "hold_buffers": 0,
  "synth_flops": 28,
  "rsz0062_at_grt": "no",
  "post_cts_buffers": 0,
  "r2r_slack_ns": 0.84,
  "outcome": "complete, no violations",
  "reg2reg_depth": 5,
  "critPathLaunchType": "flip-flop",
  "drtAntennaViolNets": 0,
  "ctsRootBufferMaster": "clkbuf_8",
  "syn-instance-count": 134,
  "portBuffers": 3,
  "dp_slack_ns": 0.585,
  "slew-limit-headroom_pct": 67.1,
  "drcViolationCount": 0,
  "die_x_um": 107,
  "finalSetupViolations": 0,
  "gp_congestion": 0.811,
  "crit_type": "reg -> reg",
  "die_y_um": 107,
  "fin_crit_ns": 1.96,
  "power.density_nw_per_um2": 522,
  "antenna_found_initial": 0,
  "via_per_inst": 3.89,
  "hold_depth": 0,
  "clkSinkCount": 28,
  "switching_share_pct": 18.3,
  "fin_ws_ns": 0.838,
  "hold_viol_final": 0,
  "cts_max_path_buffers": 2,
  "dpl_cell_area_um2": 1350,
  "timing.fmax_ghz": 0.510,
  "layout_top_cell": "dfxtp_1",
  "nFillCells": 832,
  "final_cell_mix": "dfxtp_1, nor2_1, nand2_1",
  "p_total_uw": 740,
  "p_comb_share_pct": 2.4,
  "grt_overflow": 0,
  "drtPass1Iterations": 4,
  "die_area_um2": 11400,
  "hp-start": "sync.ff1.q$_DFF_P_",
  "drt_iter0_markers": 39,
  "tns_ns": 0,
  "initCoreUtil_pct": 16.5,
  "switchingPower_uw": 136,
  "grt_use_total_pct": 3.69,
  "core_um2": 7290,
  "hold_class": "reg -> reg",
  "cp_data_required_time_ns": 2.97,
  "h-tree-depth": 1,
  "clk_latency_ns": 0.27,
  "postSynthAreaPerCell_um2": 8.95,
  "final-comb-area_um2": 597,
  "ys_types": 29,
  "skew_ns": 0.00182
}
## flip-flops by register name, summed over array words and instances (netlist names)
| register | flops |
|---|---|
| one_pulse.last_value_storage.q | 1 |
| debounce.state.q | 4 |
| sync.ff1.q | 1 |
| sync.ff3.q | 1 |
| debounce.counter.q | 20 |
| sync.ff2.q | 1 |
## layer usage
metal  vias up  global-route usage, %  share of wire [%]
li1        489                      -                  -
met1       425                   5.70                 55
met2         7                   5.58                 42
met3         2                  0.182               0.94
met4         0                  0.677                1.6
met5         -                      0                  0
## kinds of logic after synthesis
kind of cell / share of synthesized area (%)
fa+ha+maj: 2.09
xor+xnor: 9.49
buf+inv: 3.55
simple gates: 30.0
flops: 46.7
compound gates: 8.13
## worst max-delay path: stages (launching register included)
cell	delay (ns)
dfxtp_1	0.40
ha_1	0.24
nand4_1	0.14
or4_4	0.57
o211a_1	0.22
or2_2	0.28
## worst max path at each step
stage                                    start                                 to  slack (ns)
CTS           debounce.counter.q[0]$_SDFF_PP0_  debounce.counter.q[16]$_SDFF_PP0_        0.83
global route  debounce.counter.q[0]$_SDFF_PP0_  debounce.counter.q[18]$_SDFF_PP0_        0.73
finish        debounce.counter.q[0]$_SDFF_PP0_  debounce.counter.q[16]$_SDFF_PP0_        0.84
## final cells by class
class | instances | area share [%]
Inverter | 7 | 1.86
Tap cell | 99 | 8.75
Timing Repair Buffer | 4 | 2.65
Clock inverter | 1 | 2.12
Clock buffer | 3 | 2.92
Multi-Input combinational cell | 95 | 42.1
Sequential cell | 28 | 39.6
## power by group through the flow
| stage | Sequential, mW | Combinational, mW | Clock, mW |
|---|---|---|---|
| 6_report | 0.408 | 0.0181 | 0.314 |
| 5_1_grt | 0.409 | 0.0204 | 0.338 |
| 4_1_cts | 0.408 | 0.0184 | 0.325 |
## Yosys cell counts
master	instances	share of area, %
dfxtp_1	28	47
nor2_1	15	4.7
nand2_1	9	2.8
nor4_1	8	4.2
xor2_1	8	5.8
inv_1	7	2.2
nand3_1	7	2.9
nand4_1	6	3.1
a21oi_1	5	2.1
nor3_1	5	2.1
xnor2_1	5	3.6
o21ai_0	4	1.7
or4_1	4	2.5
clkbuf_1	3	0.94
a32o_1	2	1.7
and4_1	2	1.5
ha_1	2	2.1
o31ai_1	2	1.3
or3_1	2	1.0
and2_1	1	0.52
and4_2	1	0.83
clkbuf_2	1	0.42
nand4_2	1	1.0
nor4b_1	1	0.73
o211a_1	1	0.83
o211ai_1	1	0.63
or2_2	1	0.52
or3_2	1	0.63
or4_4	1	0.94
## through the flow
stage                     instances  util, %  hold slack [ns]
after CTS                       237     19.4            0.336
after global placement          233     18.4            0.313
after global routing            237     19.4            0.348
after floorplan                 134        -            0.310
after detailed placement        233     18.4            0.312
final                           237     19.4            0.334
Power and IR drop assume default switching activity.
